==> /design/flow/design.v <==
module collatz( input logic         clk,    
                  input logic 	    go,     
                  input logic  [31:0] n,      
                  output logic [31:0] dout,   
                  output logic 	    done);  
  logic run;
  always_ff @(posedge clk)
  begin
    if(go)
    begin
      dout <= n;
      done <= (1'b0);
      run <= (n != 32'd1);
    end
    else if (run)
    begin
      logic [31:0] next_dout;
      if (dout[0] == 1'b0)
        next_dout = dout >> 1;
      else
        next_dout = 32'd3 * dout + 1;
      dout <= next_dout;
      if (next_dout == 32'd1)
      begin
        done <= 1'b1;
        run <= 1'b0;
      end
    end
  end
endmodule
module hex7seg(input logic  [3:0] a,
	       output logic [6:0] y);
   always_comb 
	begin
        case (a)
            4'h0: y = 7'b1000000;
            4'h1: y = 7'b1111001;
            4'h2: y = 7'b0100100;
            4'h3: y = 7'b0110000;
            4'h4: y = 7'b0011001;
            4'h5: y = 7'b0010010;
            4'h6: y = 7'b0000010;
            4'h7: y = 7'b1111000;
            4'h8: y = 7'b0000000;
            4'h9: y = 7'b0010000;
            4'hA: y = 7'b0001000;
            4'hB: y = 7'b0000011;
            4'hC: y = 7'b1000110;
            4'hD: y = 7'b0100001;
            4'hE: y = 7'b0000110;
            4'hF: y = 7'b0001110;
            default: y = 7'b1111111;
        endcase
    end
endmodule
module lab1( input logic        CLOCK_50,   
               input logic [3:0] 	KEY,  
               input logic [9:0] 	SW,  
               output logic [6:0] HEX0, HEX1, HEX2, HEX3, HEX4, HEX5,
               output logic [9:0] LEDR  
             );
  logic 			clk, go, done;
  logic [31:0] 		start;
  logic [15:0] 		count;
  logic [11:0] 		n;
  logic [7:0] offset;
  logic [31:0] base_start;
  logic [31:0] start_to_range;
  logic view;
  assign clk = CLOCK_50;
  assign base_start = {22'd0, SW};  
  assign start_to_range = done ? {24'd0, offset} : base_start;  
  range #(256, 8)  
        r (
          .clk(clk),
          .go(go),
          .start(start_to_range),
          .done(done),
          .count(count)
        );  
  logic [21:0] slowed_clk;
  logic tick;
  always_ff @(posedge clk)
  begin
    slowed_clk <= slowed_clk + 1;
  end
  assign tick = (slowed_clk == 22'd0);
  always_ff @( posedge clk )
  begin: BUTTON_HANDLER
    if (!KEY[2])
    begin
      offset <= 8'd0;
    end
    else if (tick)
    begin
      if (!KEY[0])
        offset <= offset + 1;
      else if (!KEY[1])
        offset <= offset - 1;
    end
  end
  always_ff @( posedge clk )
  begin : GO_HANDLER
    if (!KEY[3])
      go <= 1'b1;
    else
      go <= 1'b0;
  end
  logic [11:0] displayed_n;
  assign displayed_n = base_start[11:0] + offset;
  assign LEDR = SW;
  hex7seg h0 ( .a(displayed_n/100), .y(HEX5) );
  hex7seg h1 ( .a((displayed_n/10) % 10), .y(HEX4) );
  hex7seg h2 ( .a(displayed_n % 10), .y(HEX3) );
  hex7seg h3 (.a(count[11:8]), .y(HEX2));
  hex7seg h4 (.a(count[7:4]),  .y(HEX1));
  hex7seg h5 (.a(count[3:0]),  .y(HEX0));
endmodule
module range
  #(parameter
    RAM_WORDS = 16,             
    RAM_ADDR_BITS = 4)          
   (input logic         clk,     
    input logic 	go,      
    input logic [31:0] 	start,   
    output logic 	done,    
    output logic [15:0] count);  
  logic 		cgo;     
  logic                cdone;   
  logic [31:0] 	n;       
  collatz c1(.clk(clk),
             .go(cgo),
             .n(n),
             .done(cdone),
             .dout());
  logic [RAM_ADDR_BITS - 1:0] 	 num;          
  logic seen_done;
  logic [15:0] steps;
  logic 			 we;                     
  logic [15:0] 		 din;                    
  logic [15:0] 		 mem[RAM_WORDS - 1:0];   
  logic [RAM_ADDR_BITS - 1:0] 	 addr;
  typedef enum logic [2:0] {S_IDLE, S_LAUNCH, S_RUN, S_WRITE, S_NEXT, S_DONE} state_t;
  state_t state = S_IDLE;
  always_ff @(posedge clk)
  begin
    cgo <= 1'b0;
    we  <= 1'b0;
    case (state)
      S_IDLE:
      begin
        done    <= 1'b0;
        steps   <= 16'd0;
        if (go)
        begin
          seen_done <= 1'b0;
          num     <= '0;
          n       <= start;
          steps   <= 16'd0;
          state   <= S_LAUNCH;
        end
      end
      S_LAUNCH:
      begin
        cgo <= 1'b1;           
        state <= S_RUN;
      end
      S_RUN:
      begin
        if (!cdone)
        begin
          steps <= steps + 16'd1;
        end
        else if (!seen_done)
        begin
          seen_done <= 1'b1;     
          din   <= steps;        
          state <= S_WRITE;
        end
      end
      S_WRITE:
      begin
        we <= 1'b1;              
        if (num == RAM_ADDR_BITS'(RAM_WORDS - 1))
        begin
          state <= S_DONE;       
        end
        else
        begin
          state <= S_NEXT;       
        end
      end
      S_NEXT:
      begin
        seen_done <= 1'b0;
        num   <= num + 1'b1;
        n     <= n + 32'd1;
        steps <= 16'd0;
        cgo   <= 1'b1;           
        state <= S_LAUNCH;
      end
      S_DONE:
      begin
        done    <= 1'b1;
        if (go)
        begin
          done    <= 1'b0;
          num     <= '0;
          n       <= start;
          steps   <= 16'd0;
          cgo     <= 1'b1;
          state   <= S_RUN;
        end
      end
      default:
        state <= S_IDLE;
    endcase
  end
  assign addr = we ? num : start[RAM_ADDR_BITS-1:0];
  always_ff @(posedge clk)
  begin
    if (we)
      mem[addr] <= din;
    count <= mem[addr];
  end
endmodule
==> /design/flow/run.sh <==
#!/bin/bash
# OpenROAD 26Q1-2900-gdf79404cd8, Yosys 0.63+post, stock flow scripts
make -C /OpenROAD-flow-scripts/flow DESIGN_CONFIG=/design/flow/config.mk WORK_HOME=/design/flow/orfs finish
==> /design/flow/config.mk <==
export PLATFORM = sky130hd
export DESIGN_NAME = lab1
export DESIGN_NICKNAME = lab1
export VERILOG_FILES = /design/flow/design.v
export SDC_FILE = /design/flow/constraint.sdc
export NUM_CORES = 4
export LEC_CHECK = 1
export CORE_UTILIZATION = 40
export SYNTH_MEMORY_MAX_BITS = 65536
==> /design/flow/constraint.sdc <==
current_design lab1

set clk_period 82.5
set clk_io_pct 0.2

create_clock -name clk0 -period $clk_period [get_ports {CLOCK_50}]

set non_clock_inputs [all_inputs -no_clocks]
set_input_delay [expr $clk_period * $clk_io_pct] -clock clk0 $non_clock_inputs
set_output_delay [expr $clk_period * $clk_io_pct] -clock clk0 [all_outputs]
==> out/metrics.yaml <==
cells_and_area:
  syn2layout_area_growth_pct: 14.3
  drive_gt1_share_pct: 23.0
  lay_top_count: "edfxtp_1"
  seq_area_um2: 96200
  fillers: 26900
  combGateArea_um2: 33900
  mostFrequentLayoutCells: "edfxtp_1 (3173), nand2_1 (820), mux4_2 (772)"
flow_run:
  warnings: 75
  drv_cap: 0
route:
  vias: 70400
  ant_nets: 0
  drc: 0
  dr.pass1.iters: 5
  viasPerCell: 5.69
  drtIter0Drc: 4841
  wire_per_inst_um: 28.4
  wl_um: 352000
clocking:
  clkTransAtPathRegs_ns: 0.06
  cts_resized: 0
  ctsHoldBuffers: 0
  clockBufferDepth: 4
  cts_tree: "built"
  postCtsSetupRepairBufs: 0
  clockRootBuffer: "clkbuf_16"
  cts_buffers: 333
  clock_latency_ns: 0.90
  numClockSinks: 3220
  htreeDepth: 5
placed_design:
  numPortBuffers: 66
  place_congestion: 0.886
  dp_hpwl_um: 214000
synthesis:
  xor_share_pct: 0.709
  yosysCellCount: 7272
  enable_flop_cells: 3173
  syn_area_per_cell_um2: 18.1
  mux_area_share_pct: 14.3
  ys_sh_aoi_pct: 3.62
  netlist_instances: 7272
  synth_cell_types: 106
  ys_seq_share_pct: 73.0
  async_reset_ff_share_pct: 0
  flop_cell: "edfxtp_1"
  yosysWarnings: 7
  netlist_area_um2: 132000
  synth.logic.top_family: "multiplexers"
  ys_area_um2: 132000
  ys_sh_adder_pct: 1.01
  synth-simple-area-share_pct: 5.88
  synth.ff_latch_count: 3220
sta:
  fin_crit_sh_pct: 51.8
  hold_viol_final: 0
  fin_crit_ns: 42.77
  rsz0062_at_grt: "no"
  timing.hold.ws_ns: 0.464
  slew_headroom_pct: 28.6
  fmax_mhz: 23.4
  worst_clock_skew_ns: 0.0778
  tightest_slew_ns: 1.07
  final_max_slew_viol_count: 0
  tns_ns: 0
  setup_viol: 0
pwr:
  power_density_nw_per_um2: 32.2
  total_power_mw: 4.85
  irDropWorstVdd_mv: 0.0204
  p_switching_mw: 1.60
  power.leakage_nw: 48.6
  seq_power_share_pct: 38.2
  clkPwrFrac_pct: 29.5
  power_frac_comb_pct: 32.3
  swShare_pct: 32.9
  p_int_mw: 3.26
hold_path:
  hp-start: "slowed_clk[21]"
  hold_path_end: "slowed_clk[21]"
  hold_depth: 1
  hold_path.class: "reg -> reg"
global_route:
  grt_pass1_wl_um: 515000
  grt_max_degree: 118
  grt_usage_pct: 23.4
  overflow: 0
  antenna_found_initial: 17
  first_global_vias: 75700
worst_setup_path:
  crit_buf_inv: 7
  worstSetupPathType: "in -> out"
  path_depth: 39
  worstPathMaxFanout: 10
  r2r_slack_ns: 75.06
  crit_arrival_ns: 26.27
  cpPeakStageDelay_ns: 0.61
  required_ns: 66.00
  r2r-start: "r.done"
  reg2regPathDepth: 17
  r2r-end: "r.count[9]"
  crit_family: "AND-OR/OR-AND gates"
  cp_slowest_cell: "o31ai_1"
  cp_common_cell: "ha_1"
  start_kind: "primary input"
  endpoint_kind: "output port"
floorplanning:
  dieArea_um2: 332000
  chipWidth_um: 576
  fp.coreArea_um2: 328000
  row_count: 210
  fp_util_pct: 40.2
  die_h_um: 576
  ios: 67
status:
  status: "complete, no violations"
[cell families (layout without fill, tap and decap cells)]
family,Yosys count,after routing
flip-flops,3220,3220
AND/OR/NAND/NOR,1758,1758
multiplexers,916,916
AND-OR/OR-AND,675,675
buffers and inverters,492,1239
adder cells (fa/ha/maj),106,106
XOR/XNOR,105,105
other,0,13
[state kept, by name, indices dropped and copies added (netlist names)]
name	cells
r.mem	3072
r.c1.run	1
r.cgo	1
r.c1.done	1
r.done	1
r.c1.dout	32
r.seen_done	1
r.state	3
r.num	8
r.steps	12
offset	8
r.din	12
r.n	32
slowed_clk	22
r.we	1
go	1
r.count	12
[stage by stage]
stage	instances	utilization, %	area [um^2]	worst slack [ns]
floorplan	7272	-	132000	42.32
global placement	11800	42.9	140000	39.85
detailed placement	11800	42.9	140000	39.85
CTS	12400	46.0	151000	39.80
global route	12400	46.0	151000	38.91
finish	12400	46.0	151000	39.73
[synthesized netlist by cell type (6+ instances only)]
master	n	share of area, %
xnor2_1	65	0.43
mux4_2	772	13
xor2_1	38	0.25
o21ai_0	86	0.33
a22o_1	6	0.040
a21o_1	19	0.11
o21a_1	13	0.074
a31oi_1	44	0.21
or4_1	8	0.046
nor2b_1	17	0.081
buf_1	120	0.34
or3_1	16	0.076
a211oi_1	96	0.55
mux2_2	46	0.39
buf_2	8	0.030
inv_1	75	0.21
a311oi_1	61	0.41
o21ai_1	7	0.027
a311o_1	14	0.11
nand2_1	825	2.3
a21boi_0	17	0.097
ha_1	97	0.92
clkbuf_1	269	0.77
o31ai_1	18	0.10
o211ai_1	23	0.13
buf_4	14	0.080
and3_1	151	0.72
nand2b_1	19	0.090
nand3_1	178	0.68
nor4_1	28	0.13
dfxtp_1	47	0.71
nor2_1	397	1.1
a22oi_1	7	0.040
and2_1	13	0.062
nand4_1	19	0.090
nor3_1	45	0.17
o22ai_1	32	0.15
a21oi_1	139	0.53
edfxtp_1	3173	72
a211o_1	6	0.040
or2_2	12	0.057
mux2i_1	96	0.73
[layer usage]
| layer | part of all wire [%] | wire length, um | vias to the layer above | GRT usage [%] |
|---|---|---|---|---|
| li1 | - | - | 30300 | - |
| met4 | 3.4 | 11800 | 42 | 6.36 |
| met2 | 46 | 163000 | 4116 | 33.9 |
| met3 | 17 | 60200 | 614 | 17.7 |
| met1 | 33 | 116000 | 35300 | 28.5 |
| met5 | 0.13 | 445 | - | 0.330 |
[worst max path at each step]
stage | start | endpoint | slack, ns
4_1_cts | SW[5] | HEX4[3] | 39.80
6_report | SW[5] | HEX4[5] | 39.73
5_1_grt | SW[5] | HEX4[5] | 38.91
[power by group through the flow]
stage | logic [mW] | registers [mW] | clock network [mW]
finish | 1.57 | 1.85 | 1.43
CTS | 1.58 | 1.85 | 1.46
global route | 1.69 | 1.86 | 1.52
[layout make-up]
| type | instances | share of cell area, % |
|---|---|---|
| Multi-Input combinational cell | 3560 | 22.5 |
| Tap cell | 4346 | 3.61 |
| Timing Repair Buffer | 569 | 3.04 |
| Clock buffer | 412 | 5.89 |
| Sequential cell | 3220 | 63.9 |
| Clock inverter | 179 | 0.916 |
| Antenna cell | 13 | 0.0216 |
| Inverter | 79 | 0.198 |
Power figures rest on the tool's default switching activity, not on a simulated workload.
